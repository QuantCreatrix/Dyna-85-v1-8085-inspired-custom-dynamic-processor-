File: flow/config.mk
export PLATFORM = sky130hd
export DESIGN_NAME = memory_interface
export DESIGN_NICKNAME = memory_interface
export VERILOG_FILES = /design/flow/design.v
export SDC_FILE = /design/flow/constraint.sdc
export NUM_CORES = 4
export LEC_CHECK = 1
export CORE_UTILIZATION = 30
File: flow/constraint.sdc
current_design memory_interface

set clk_period 1.2
set clk_io_pct 0.2

create_clock -name clk0 -period $clk_period [get_ports {clk}]

set non_clock_inputs [all_inputs -no_clocks]
set_input_delay [expr $clk_period * $clk_io_pct] -clock clk0 $non_clock_inputs
set_output_delay [expr $clk_period * $clk_io_pct] -clock clk0 [all_outputs]
File: flow/design.v
`timescale 1ns / 1ps
module memory_interface(
    input clk, rst,
    input [15:0] pc_addr,
    input [15:0] hl_addr,
    input [7:0] reg_data_out,
    input mem_rd, mem_wr,
    input addr_sel,   
    output reg [7:0] mem_data_in,
    output reg [7:0] instruction_data,
    output reg [15:0] addr_bus,
    inout [7:0] data_bus,
    output reg rd_n, wr_n
);
reg [7:0] data_out_reg;
reg drive_bus;
assign data_bus = (drive_bus) ? data_out_reg : 8'bzzzz_zzzz;
always @(posedge clk or posedge rst) begin
    if (rst) begin
        addr_bus <= 16'h0000;
        data_out_reg <= 8'b00;
        drive_bus <= 1'b0;
        mem_data_in <= 8'b00;
        instruction_data <= 8'b00;
        rd_n <= 1'b1;
        wr_n <= 1'b1;
    end else begin
        rd_n <= 1'b1;
        wr_n <= 1'b1;
        drive_bus <= 1'b0;
        if (addr_sel)
            addr_bus <= hl_addr;
        else
            addr_bus <= pc_addr;
        if (mem_rd) begin
            rd_n <= 1'b0;
            drive_bus <= 1'b0;
            if (!addr_sel) 
                instruction_data <= data_bus;
            else
                mem_data_in <= data_bus;
        end 
        else if (mem_wr) begin
            wr_n <= 1'b0;
            data_out_reg <= reg_data_out;
            drive_bus <= 1'b1;
        end
    end
end
endmodule
File: flow/run.sh
#!/bin/bash
# OpenROAD 26Q1-2900-gdf79404cd8, Yosys 0.63+post, stock flow scripts
make -C /OpenROAD-flow-scripts/flow DESIGN_CONFIG=/design/flow/config.mk WORK_HOME=/design/flow/orfs finish
==> run summary <==
Implementation progress

After synthesis the cells add up to 1610 um^2. Of the total synthesized cell area, the portion taken by XOR and XNOR cells is 0. In this run the number of H-tree levels came out at 2. In this run, the synthesized area fraction spent on adder and majority cells is recorded as 0. The synth_stat.txt file lists the number of cells as 92. The first error in the log reads "[error] [KeplerFormal.cpp:679] Workflow failed: Iso has multiple drivers: .data_bus0, data_bus[0]$_DFFE_PP0P_.Q0". After synthesis, the share of cell area in mux cells is 0.298.

According to the dpl log, the detail-placed design has an HPWL of 2320 um. The post-cts hold buffer count stands at 0. For reference, the placement row count at floorplan is 26.

The placement report lists the number of port buffers as 78. After technology mapping, the gate count stands at 92. Post-CTS repair changed the size of 40 cells. The fraction of synthesized cell area taken by the top area cell type stands at 0.622.

Post-synthesis, Yosys gives the total cell area as 1610 um^2. Per the repair_timing log after CTS, setup buffers inserted total 5. The cell total after placement stands at 239. In this run the horizontal extent of the chip is 75.3 um.

At the floorplan stage, the core utilization is reported as 0.313. For this design the top-level I/O count stands at 87. The fraction of the mapped netlist area in simple logic gates stands at 0.0163. The final weighted congestion in routability-driven placement stands at 0.730.

The distinct cell type count of the synthesized netlist stands at 10. The compound-cell area share of the yosys netlist stands at 0. For reference, the post-synthesis area per instance comes to 17.5 um^2.

The flow stopped in 4_1_cts. Once placement finished, the instance area stood at 2490 um^2. By count the netlist is led by 40 x dfrtp_1, 32 x mux2_2, 8 x mux2_4, 3 x buf_6, 3 x inv_1. The largest total area in the synthesized netlist belongs to dfrtp_1.

The tally of yosys warning messages stands at 2. For this run, the register share of the synthesized area comes to 0.654. The proportion of synthesized flip-flops having asynchronous set or reset stands at 1.00. CTS saw 42 sinks. The number of buffers on the longest clock path stands at 2. The vertical extent of the die stands at 75.3 um. The post-synth register bit count is 42.

By area, the combinational part of the netlist is dominated by multiplexers. The flow did not finish. The most used flip-flop cell after synthesis is dfrtp_1. By area the synthesized netlist is led by dfrtp_1 62%, mux2_2 22%, mux2_4 7.5%, dfstp_2 3.3%, buf_6 2.1%. The most common cell in the synthesized netlist is dfrtp_1. The number of flops mapped to enable cells by yosys stands at 0. The tree is rooted in a clkbuf_8. CTS added clock buffers totalling 5.
==> logic make-up after synthesis <==
group / Yosys count
flip-flops: 42
multiplexers: 40
buffers and inverters: 7
AND/OR/NAND/NOR: 3
==> stage by stage <==
| stage | setup slack, ps | hold slack (ps) | power (W) |
|---|---|---|---|
| detailed placement | -364 | 428 | 0.00228 |
| floorplan | 170 | 231 | 0.00184 |
| global placement | -341 | 428 | 0.00227 |
Power is estimated from default activity; no workload was simulated.
