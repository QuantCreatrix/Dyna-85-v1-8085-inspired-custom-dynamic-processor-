File: flow/run.sh
#!/bin/bash
# OpenROAD 26Q1-2900-gdf79404cd8, Yosys 0.63+post, stock flow scripts
make -C /OpenROAD-flow-scripts/flow DESIGN_CONFIG=/design/flow/config.mk WORK_HOME=/design/flow/orfs finish
File: flow/config.mk
export PLATFORM = sky130hd
export DESIGN_NAME = register_file
export DESIGN_NICKNAME = register_file
export VERILOG_FILES = /design/flow/design.v
export SDC_FILE = /design/flow/constraint.sdc
export NUM_CORES = 4
export LEC_CHECK = 1
export CORE_UTILIZATION = 40
File: flow/constraint.sdc
current_design register_file

set clk_period 3.2
set clk_io_pct 0.2

create_clock -name clk0 -period $clk_period [get_ports {clk}]

set non_clock_inputs [all_inputs -no_clocks]
set_input_delay [expr $clk_period * $clk_io_pct] -clock clk0 $non_clock_inputs
set_output_delay [expr $clk_period * $clk_io_pct] -clock clk0 [all_outputs]
File: flow/design.v
`timescale 1ns / 1ps
module register_file(
    input clk, reset,
    input [7:0] data_in,
    input reg_we,
    input [2:0] reg_read_sel, reg_write_sel,
    output reg [7:0] data_out,
    output reg [15:0] hl_out
);
    parameter A = 3'b000, B = 3'b001, C = 3'b010, D = 3'b011, E = 3'b100, H = 3'b101, L = 3'b110, RESERVED = 3'b111; 
    reg [7:0] RA, RB, RC, RD, RE, RH, RL, RRESERVED;
    always @(posedge clk) begin 
        if (reset) begin
            RA <= 8'h00;
            RB <= 8'h00;
            RC <= 8'h00;
            RD <= 8'h00;
            RE <= 8'h00;
            RH <= 8'h00;
            RL <= 8'h00;
            RRESERVED <= 8'h00;
        end
        else if (reg_we) begin
            case (reg_write_sel)
                A: RA <= data_in;
                B: RB <= data_in;
                C: RC <= data_in;
                D: RD <= data_in;
                E: RE <= data_in;
                H: RH <= data_in;
                L: RL <= data_in;
                RESERVED: RRESERVED <= data_in;                
            endcase
        end
    end
    always @(*) begin    
        case (reg_read_sel)
            A: data_out = RA;
            B: data_out = RB;
            C: data_out = RC;
            D: data_out = RD;
            E: data_out = RE;
            H: data_out = RH;
            L: data_out = RL;
            RESERVED: data_out = RRESERVED;
        endcase
        hl_out = {RH, RL};
    end
endmodule
==> impl_report.txt <==
==== FLOW RESULTS ====
----------------------------------------------------
[Status]
  Run status ........................ finished clean

[Final timing]
  Maximum frequency from static timing analysis ........................ about 0.35 GHz
  Hold Vio Cnt, Final ........................ 0
  Final slew viol count ........................ 0
  Setup TNS ........................ 0 ns
  Final period utilization ........................ 88.3%
  Worst clock skew ........................ 0 ns
  Final critical-path required period ........................ 2.83 ns
  Endpoints failing setup ........................ 0
  Max-slew headroom at the worst pin ........................ 55.1%
  RSZ-0062 raised after global routing ........................ no
  Slew at the pin closest to its max-slew limit ........................ 0.673 ns

[Floorplan]
  Placeable core region ........................ between 6000 and 7000 µm²
  Die W ........................ between 80 and 90 µm
  Die Area ........................ roughly 7700 µm²
  Standard-cell rows ........................ 30
  IO Pins ........................ slightly above 40
  Initial core utilization ........................ between 40% and 50%
  Height of the die ........................ between 80 and 90 µm

[Global routing]
  GR Layer Usage met2 ........................ roughly a third
  Via count of the first global-routing pass ........................ roughly 2500
  Grt met3 use ........................ approximately 4.8%
  Aggregate global routing overflow ........................ 0
  Initial antenna violation count ........................ 0
  Maximum number of pins on one net before global-route repair ........................ 39
  Met1 demand-to-capacity share in global routing ........................ between 30% and 40%
  Top Usage Layer GRT ........................ met1
  Wire length of the first global-routing pass ........................ 12900 µm
  Total Routing Usage GR ........................ between 20 and 25%

[Logic synthesis]
  Synthesized area per cell ........................ 8.41 µm²
  Dominant kind of combinational cell ........................ simple AND/OR/NAND/NOR gates
  Mapped cell area ........................ 2950 µm²
  Post-synthesis instance total ........................ 351
  Number of cell instances after yosys synthesis ........................ ~350
  Fraction of synthesized cell area in xor and xnor cells ........................ 0%
  Prevailing post-synth register cell ........................ sky130_fd_sc_hd__dfxtp_1
  And+or+nand+nor area frac ........................ between 20% and 30%
  Synth warn ........................ 1
  Portion of netlist area occupied by mux cells ........................ about an eighth
  Async set-or-reset flop fraction in the synthesized netlist ........................ 0%
  Post-synth EDFFs ........................ 0
  AO/OA Area Share ........................ 15.0%
  Flops & latches, synth ........................ between 60 and 70
  Adder and majority cell fraction of the synthesized area ........................ 0%
  Yosys synthesis chip area ........................ approximately 3000 µm²
  Register share after synthesis ........................ 43.4%
  Unique cell types ........................ 32

[Setup path]
  Max Fanout on Critical Path ........................ 8
  Crit path required time ........................ between 2 and 3 ns
  Slack of the worst reg-to-reg path ........................ 2.49 ns
  Critical path capture point type ........................ output port
  Crit path DAT ........................ roughly 2.2 ns
  Critical Path Start Type ........................ input port
  Kind of critical path ........................ input port to output port

[Power and ir drop]
  Overall power of the completed layout ........................ around 0.0017 W
  Worst IR Drop VDD ........................ between 0.00015 and 0.0002 V
  Leakage power total ........................ 1.24 nW
  Areal power density over the cells ........................ roughly 480 nW/µm²

[Routing]
  Routed wirelength normalized by instance count ........................ ~17 µm
  Via total after detailed routing ........................ approximately 2500
  Antenna cells ........................ 0
  Violation count after the first detailed-routing iteration ........................ ~150
  Final ANT Viol Nets ........................ 0
  Number of iterations in the first detailed-routing pass ........................ 4
  Mean number of vias per cell ........................ 5.25
  Post-route DRC ........................ 0
  Final WL ........................ roughly 7900 µm

[Clock tree]
  Clock sink count ........................ 64
  TritonCTS buffer count ........................ 9
  Clock Root Buffer ........................ sky130_fd_sc_hd__clkbuf_8
  Worst-path clk slew ........................ 0.07 ns
  CTS tree ........................ yes
  Quantity of hold-fixing buffers added after cts ........................ 0
  Worst-skew pair later-pin latency ........................ 0.34 ns
  H-tree levels ........................ 3
  Worst-case clock buffer depth ........................ 2

[Placement]
  RD Place Congestion ........................ roughly 0.89
  Port Buffers ........................ roughly 40
  Half-perimeter wire length after detailed placement ........................ 5320 µm

[Job]
  Number of maximum-capacitance constraint violations ........................ 0
  OpenROAD warning count ........................ 25

[Layout]
  Layout cells sized above 1 ........................ 8.14%
  Area growth from synthesis to layout ........................ 22.3%

[Hold path]
  HP Class ........................ register to register

----------------------------------------------------
-- area by class of cell --
cell class	instances	area, µm²
Sequential cell	64	1280
Inverter	7	26.3
Multi-Input combinational cell	244	1470
Tap cell	96	120
Clock inverter	2	35.0
Fill cell	629	3340
Timing Repair Buffer	50	490
Clock buffer	14	183
-- path summary, 6_finish.rpt --
kind	startpoint	cells past startpoint	end
max	reg_read_sel[0]	5	data_out[3]
min	RRESERVED[3]$_SDFFE_PP0P_	2	RRESERVED[3]$_SDFFE_PP0P_
max reg2reg	RL[0]$_SDFFE_PP0P_	2	RL[0]$_SDFFE_PP0P_
min reg2reg	RRESERVED[3]$_SDFFE_PP0P_	2	RRESERVED[3]$_SDFFE_PP0P_
-- flip-flops by register name (all words and copies together) (netlist names) --
register / cells
RD: 8
RRESERVED: 8
RA: 8
RC: 8
RE: 8
RB: 8
RH: 8
RL: 8
-- Yosys cell counts, types with 6 or more instances --
cell type | count | area, µm²
sky130_fd_sc_hd__nor2b_1 | 8 | 50.1
sky130_fd_sc_hd__nand2_1 | 87 | 327
sky130_fd_sc_hd__o32ai_1 | 7 | 61.3
sky130_fd_sc_hd__inv_1 | 7 | 26.3
sky130_fd_sc_hd__o32a_1 | 7 | 70.1
sky130_fd_sc_hd__dfxtp_1 | 64 | 1280
sky130_fd_sc_hd__mux2i_1 | 33 | 330
sky130_fd_sc_hd__o22ai_1 | 6 | 37.5
sky130_fd_sc_hd__nor2_1 | 26 | 97.6
sky130_fd_sc_hd__buf_2 | 11 | 55.1
sky130_fd_sc_hd__clkbuf_1 | 17 | 63.8
sky130_fd_sc_hd__a21oi_1 | 41 | 205
-- metrics by stage --
| step | cell area, µm² | setup slack [ns] | utilization, % | cells | hold slack (ns) |
|---|---|---|---|---|---|
| 6_report | 3610 | 0.375 | 52.0 | 477 | 0.458 |
| 5_1_grt | 3610 | 0.311 | 52.0 | 477 | 0.476 |
| 4_1_cts | 3590 | 0.00238 | 51.7 | 477 | 0.454 |
| 3_5_place_dp | 3370 | 0.0170 | 48.6 | 461 | 0.445 |
| 3_3_place_gp | 3370 | 0.0128 | 48.6 | 461 | 0.440 |
| 2_1_floorplan | 2950 | 1.04 | - | 351 | 0.433 |
-- worst max-delay path: stages --
cell and delay [ns]:
sky130_fd_sc_hd__dlymetal6s2s_1 0.25, sky130_fd_sc_hd__and3b_1 0.32, sky130_fd_sc_hd__a22o_1 0.21, sky130_fd_sc_hd__o32a_1 0.36, sky130_fd_sc_hd__clkdlybuf4s50_1 0.41
-- logic make-up after synthesis --
kind of cell,count (synthesis)
buf+inv,43
simple gates,141
flops,64
compound gates,69
mux,34
-- power by group --
group          switching [W]  leakage, nW  internal [W]
combinational      0.0000935        0.607     0.0000805
clock               0.000301        0.113      0.000444
sequential         0.0000103        0.518      0.000814
total               0.000405         1.24       0.00134
-- cell usage in the layout (no fill, tap or decap) --
cell	synthesis	final
sky130_fd_sc_hd__or4b_1	1	1
sky130_fd_sc_hd__and3b_1	1	1
sky130_fd_sc_hd__clkbuf_8	0	13
sky130_fd_sc_hd__nor4b_4	1	1
sky130_fd_sc_hd__or2_0	1	1
sky130_fd_sc_hd__a21oi_1	41	41
sky130_fd_sc_hd__a22o_1	5	5
sky130_fd_sc_hd__nor2_1	26	26
sky130_fd_sc_hd__inv_1	7	7
sky130_fd_sc_hd__bufinv_16	0	1
sky130_fd_sc_hd__o32a_1	7	7
sky130_fd_sc_hd__a221o_1	1	1
sky130_fd_sc_hd__o22ai_1	6	6
sky130_fd_sc_hd__mux2i_2	0	3
sky130_fd_sc_hd__and4b_1	3	3
sky130_fd_sc_hd__clkbuf_1	17	1
sky130_fd_sc_hd__dlymetal6s2s_1	0	3
sky130_fd_sc_hd__nand4_1	1	1
sky130_fd_sc_hd__nand2_1	87	87
sky130_fd_sc_hd__nand2b_1	2	2
sky130_fd_sc_hd__and4bb_1	3	3
sky130_fd_sc_hd__o32ai_1	7	7
sky130_fd_sc_hd__nor2b_1	8	8
sky130_fd_sc_hd__nand4b_1	4	4
sky130_fd_sc_hd__buf_2	11	1
sky130_fd_sc_hd__mux2i_1	33	30
sky130_fd_sc_hd__or3_1	1	1
sky130_fd_sc_hd__mux4_2	1	1
sky130_fd_sc_hd__dfxtp_1	64	64
sky130_fd_sc_hd__and2_0	1	1
sky130_fd_sc_hd__buf_12	0	1
sky130_fd_sc_hd__a32o_1	1	1
sky130_fd_sc_hd__clkdlybuf4s50_1	0	36
sky130_fd_sc_hd__and4_1	1	1
sky130_fd_sc_hd__o21ai_0	1	1
sky130_fd_sc_hd__buf_4	5	9
sky130_fd_sc_hd__clkinv_2	0	1
-- routing by layer --
layer  wire, µm  share of wire (%)  vias up
met4         57               0.72        0
met3        484                6.1        4
met5          0                  0        -
met1       3850                 48     1180
li1           -                  -     1246
met2       3550                 45       73
-- what timing repair did --
item	CTS	global route
resized	0	6
setup endpoints to repair	0	8
buffers inserted	0	0
No activity file was given, so power comes from the tool's default toggle rates.
