File: /design/flow/design.v
`timescale 1ns / 1ps
module alu(
    input [7:0] a, b,
    input carry_in,
    input [3:0] alu_sel,
    output reg [7:0] result,
    output reg [3:0] flags   
);
    reg [8:0] temp_result; 
    always @(*) begin
        flags = 4'b0000;
        result = 8'b0;
        temp_result = 9'b0;
        case (alu_sel)
            4'b0000: begin 
                temp_result = a + b;
                result = temp_result[7:0];
                flags[2] = temp_result[8]; 
            end
            4'b0001: begin
                temp_result = a + b + carry_in;
                result = temp_result[7:0];
                flags[2] = temp_result[8]; 
            end
            4'b0010: begin
                temp_result = a - b;
                result = temp_result[7:0];
                flags[2] = (a < b) ? 1'b1 : 1'b0; 
            end
            4'b0011: begin
                temp_result = a - b - carry_in;
                result = temp_result[7:0];
                flags[2] = (a < (b + carry_in)) ? 1'b1 : 1'b0;
            end
            4'b0100: begin
                result = a & b;
                flags[2] = 1'b0; 
            end
            4'b0101: begin
                result = a | b;
                flags[2] = 1'b0;
            end
            4'b0110: begin
                result = a ^ b;
                flags[2] = 1'b0;
            end
            4'b0111: begin
                temp_result = a - b;
                result = 8'bxxxx_xxxx; 
                flags[2] = (a < b) ? 1'b1 : 1'b0; 
                flags[3] = ^temp_result[7:0]; 
                flags[1] = temp_result[7];    
                flags[0] = (temp_result[7:0] == 8'b0);
            end
            4'b1000: begin  
                temp_result = a + 1;
                result = temp_result[7:0];
                flags[2] = temp_result[8]; 
            end
            4'b1001: begin  
                temp_result = a - 1;
                result = temp_result[7:0];
                flags[2] = (a == 8'b0) ? 1'b1 : 1'b0; 
            end
            4'b1010: begin  
                result = {a[6:0], carry_in};
                flags[2] = a[7]; 
            end
            default: begin
                result = 8'b0;
                flags[2] = 1'b0;
            end
        endcase
        if (alu_sel != 4'b0111) begin
            flags[3] = ^result;        
            flags[1] = result[7];      
            flags[0] = (result == 0);  
        end
    end
endmodule
File: /design/flow/constraint.sdc
current_design alu

set clk_period 6.8
set clk_io_pct 0.2

create_clock -name clk0 -period $clk_period

set non_clock_inputs [all_inputs -no_clocks]
set_input_delay [expr $clk_period * $clk_io_pct] -clock clk0 $non_clock_inputs
set_output_delay [expr $clk_period * $clk_io_pct] -clock clk0 [all_outputs]
File: /design/flow/config.mk
export PLATFORM = sky130hd
export DESIGN_NAME = alu
export DESIGN_NICKNAME = alu
export VERILOG_FILES = /design/flow/design.v
export SDC_FILE = /design/flow/constraint.sdc
export NUM_CORES = 4
export LEC_CHECK = 1
export CORE_AREA = 10 10 113 113
export DIE_AREA = 0 0 123 123
File: /design/flow/run.sh
#!/bin/bash
# OpenROAD 26Q1-2900-gdf79404cd8, Yosys 0.63+post, stock flow scripts
make -C /OpenROAD-flow-scripts/flow DESIGN_CONFIG=/design/flow/config.mk WORK_HOME=/design/flow/orfs finish
==> summary.txt <==
run metrics: overflow left after global routing 0, count of buffering cells on the critical path with inverters included 3, count of unresolved DRC violations after routing 0, sequential area share after synthesis 0%, detailed-route via count 3,091, type of the tightest min-delay check in2out, Critical Path Start Type primary input, flop count 0, ratio of cells with drive above 1 in the final layout between 10% and 20%, count of tool warnings 50, CP Data Arrival Time 5.18 ns, Pint approximately 0.19 mW, wire length per cell after detailed routing 16.3 um, number of rows in the core area 37, leakage power ~1.5 nW, diodes inserted 0, vias per inst 5.14, area growth from synthesis to final layout 30.0%, die extent in x 123 um, setup slack of the critical path after layout 0.257 ns, cell count in the Yosys report about 400, Tightest Pin Transition 0.567 ns, Top-Level Pins 33, distinct cell type count after synthesis between 60 and 70, total of hold buffers inserted after clock tree synthesis 0, net switching power figure 0.188 mW, time the worst path needs with I/O delays and setup roughly 6.5 ns, Layout clock buffers 0, post-layout total power about 0.38 mW, type of the setup path with the least slack in2out, mapped cell area 2820 um2, global-route usage over all layers between 10% and 20%, Worst slew margin 62.1%, cycle use final 96.2%, number of antenna violations at the first check in global routing 0, Final setup viols 0, total die size 15,100 um2, area of the placeable core 10,300 um2, Largest delay share family, worst path buffers and inverters, part of the total power dissipated in combinational logic about 100%, switching power as a share of total power 50.0%, FF/Latch Area 0 um2, final tally of max-slew violations 0, final RePlAce weighted congestion ~1, Crit path required time 5.44 ns, most numerous logic cell after layout buf_4, synthesis warning total 1, maximum clock rate 0.153 GHz, proportion of power drawn by the clock network 0%, first-pass GRT wire length approximately 16 mm, Seq pwr share 0%, list of cells traversed by the critical path clkdlybuf4s50_1, inv_1, ha_1, fa_2, or2_4, a2111oi_2, a211oi_2, a31oi_2, nand3_1, xnor2_1, a221oi_2, ha_1, xnor2_2, xnor2_1, nand2_1, o21ai_0, clkdlybuf4s50_1, setup slack at placement 0.0385 ns, Top Layout Cells buf_4, ha_1, inv_1, delay contributed by the slowest stage of the critical path approximately 0.50 ns, overall die height 123 um, Detail Route Antenna Nets 0, quantity of I/O buffers inserted on ports 33, chip area from the yosys synthesis statistics 2820 um2, number of global-route vias before repair 3,002, Post-Route WL 9.77 mm, pin count of the biggest net entering global routing 17, number of DRC markers in iteration 0 234, Max-cap violations 0, final count of hold timing violations 0, status finished, final reports clean, worst vdd ir approximately 0.079 mV, CP max stage cell clkdlybuf4s50_1, total iterations of the first detailed-routing run 4, endpoint type of the worst setup path output port, Synth Area per Inst 6.94 um2, Post-DP HPWL between 8 and 9 mm, cells after synthesis roughly 400, crit path max fanout 3, pwr dens 103 nW/um2, floorplan utilization between 20% and 30%
[what timing repair did]
item	in CTS	in global routing
gates resized	0	21
hold endpoints to repair	0	0
setup endpoints to repair	0	1
buffers inserted	0	1
[Yosys cell counts (all sizes together) (5+ instances only)]
| library cell | count | share of area (%) |
|---|---|---|
| a211oi | 7 | 2.2 |
| a21oi | 14 | 2.6 |
| a221oi | 6 | 1.9 |
| and3 | 6 | 1.3 |
| buf | 5 | 1.3 |
| clkbuf | 11 | 1.5 |
| ha | 48 | 21 |
| inv | 37 | 4.9 |
| mux2i | 5 | 1.8 |
| nand2 | 32 | 4.3 |
| nand2b | 8 | 1.8 |
| nand3 | 17 | 3.0 |
| nand3b | 5 | 1.3 |
| nand4 | 7 | 1.6 |
| nor2 | 36 | 4.8 |
| nor2b | 10 | 2.5 |
| nor3 | 14 | 2.8 |
| o211ai | 6 | 1.8 |
| o21ai | 22 | 4.0 |
| o22ai | 6 | 1.3 |
| xnor2 | 31 | 9.6 |
| xor2 | 9 | 3.1 |
[cell type report]
cell class / count / area, um2
multi-input combinational: 352 / 2700
fill: 1083 / 6660
tap: 136 / 170
timing repair buffer: 75 / 646
inverter: 38 / 143
[worst paths after layout]
kind / slack, ns / end / start / depth (start not counted)
max: 0.26 / flags[3] / a[0] / 17
min: 4.08 / result[3] / a[2] / 6
[worst min-delay path, delay by kind of cell]
| kind | cells | cell delay (ns) |
|---|---|---|
| buffers and inverters | 3 | 1.04 |
| and+or+nand+nor | 2 | 0.22 |
| AOI/OAI and AO/OA | 1 | 0.12 |
[per-stage QoR]
stage / cells / utilization (%) / hold WS [ns] / setup TNS (ns) / instance area, um2
after CTS: 600 / 34.4 / 4.09 / 0 / 3550
after floorplan: 406 / - / 2.85 / 0 / 2820
after detailed placement: 600 / 34.4 / 4.09 / 0 / 3550
final: 601 / 35.5 / 4.08 / 0 / 3660
after global placement: 600 / 34.4 / 4.08 / 0 / 3550
after global routing: 601 / 35.5 / 4.19 / -0.0119 / 3660
[routing by layer]
| metal | vias to the layer above | track usage [%] | wire (um) | share of wire [%] |
|---|---|---|---|---|
| li1 | 1580 | - | - | - |
| met1 | 1411 | 19.9 | 4920 | 50 |
| met2 | 94 | 19.3 | 4030 | 41 |
| met3 | 6 | 1.71 | 705 | 7.2 |
| met4 | 0 | 0.801 | 112 | 1.1 |
| met5 | - | 0 | 0 | 0 |
[power groups by stage]
stage     clock [mW]  sequential [mW]  combinational, mW
4_1_cts            0                0              0.360
5_1_grt            0                0              0.421
6_report           0                0              0.377
[logic make-up (layout without fill, tap and decap cells)]
kind of cell	count (synthesis)	after routing	share of synthesized area, %
compound gates	95	95	24.3
buf+inv	54	113	7.82
simple gates	161	161	30.3
xor+xnor	40	40	12.7
mux	6	6	2.18
fa+ha+maj	50	50	22.7
Power figures rest on the tool's default switching activity, not on a simulated workload.
